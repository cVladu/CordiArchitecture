--- ./config.mk ---
export PLATFORM = sky130hd
export DESIGN_NAME = ctrl_u
export DESIGN_NICKNAME = ctrl_u
export VERILOG_FILES = /design/flow/design.v
export SDC_FILE = /design/flow/constraint.sdc
export NUM_CORES = 4
export LEC_CHECK = 1
export CORE_AREA = 10 10 70 70
export DIE_AREA = 0 0 80 80
--- ./constraint.sdc ---
current_design ctrl_u

set clk_period 1.1
set clk_io_pct 0.2

create_clock -name clk0 -period $clk_period [get_ports {clk}]

set non_clock_inputs [all_inputs -no_clocks]
set_input_delay [expr $clk_period * $clk_io_pct] -clock clk0 $non_clock_inputs
set_output_delay [expr $clk_period * $clk_io_pct] -clock clk0 [all_outputs]
--- ./design.v ---
module ctrl_u (
  input clk, rst_b, bgn,
  input [15:0] itr,
  output fin, ld, init
  );
  reg [2:0] st;
  wire [2:0] st_nxt;
assign st_nxt[0] = st[2] | (st[0] & (~bgn));
assign st_nxt[1] =(st[0] & bgn) | (st[1] & (itr !=4'd15));
assign st_nxt[2] = st[1] & itr ==4'd15;
assign ld = (st[0] & bgn) | st[1];
assign init = st[0] & bgn;
assign fin = st[2];
initial st <= 3'b001;
always @ (posedge clk, negedge rst_b) begin
  if (!rst_b)
    st <= 3'b001;
  else
  st <= st_nxt;
end 
endmodule 
--- ./run.sh ---
#!/bin/bash
# OpenROAD 26Q1-2900-gdf79404cd8, Yosys 0.63+post, stock flow scripts
make -C /OpenROAD-flow-scripts/flow DESIGN_CONFIG=/design/flow/config.mk WORK_HOME=/design/flow/orfs finish
==> reports/results.tsv <==
metric	value	unit
max frequency	774.1	MHz
Place WS	-0.5885	ns
Tcrit/Tclk final	1.174	
via/cell ratio	2.629	
WS Path Type	flip-flop to output port	
XORs/XNORs by Area	0	
num rows	21	
Worst slew margin	0.8662	
Finished Core Util	0.1462	
Yosys Chip Area	171.4	µm²
Worst VDD drop	199.6	µV
largest net degree at the start of global routing	4	
initial antenna violation count	0	
Leakage	0.0002672	µW
synthesized netlist cell count	15	
MaxCap Viol Count	0	
Largest Register	st	
Hold Fails Final Rpt	0	
area occupied by registers	76.32	µm²
Total GRT Usage	0.02247	
CTS hold repair buffers	0	
floorplan core density	0.05018	
status	finished, violations left	
yosys aoi share	0.08759	
arrival time worst endpoint	1.07	ns
first-pass GRT wire length	1110	µm
DP Area	454.2	µm²
biggest regs	st: 3 flops	
clock slew at reported path FFs	0.04	ns
WL/cell	8.169	µm
io pins	22	
First DRT Iteration DRCs	0	
CTS Buf Count	3	
Synth Warn #	1	
fin crit period	1.292	ns
Cell Area, Synth	171.4	µm²
total number of vias	234	
tool warnings	27	
largest buffer count on any clock path	2	
Core ar.	0.003416	mm²
Area Overhead vs Synth	191.2	%
max reg flops	3	
DRC	0	
final setup fails	2	
worst-path maximum fanout	2	
Post-Layout Inst Area	499.2	µm²
Synth flops	3	
mean post-synth cell area	11.43	µm²
number of global-route vias before repair	286	
gr ovfl total	0	
Latency at later pin	0.23	ns
Fill cells	396	
RSZ-0062 raised after global routing	yes	
logic area	92.59	µm²
CP Capture Type	output port	
Basic Gates by Area	0.4234	
failing checks	negative setup slack	
final slew viol count	0	
mux share	0	
H-Tree Depth	1	
Final ANT Viol Nets	0	
Sink Count	3	
final WL	727	µm
post-route setup TNS	-0.3648	ns
GPL Wtd Cong	0.6961	
cell total in the yosys stat output	15	
die area	0.006400	mm²
CTS Root Cell	clkbuf_4	
Post-Synth Adder-Cell Area	0	
skew final	0.001490	ns
Hold WS	0.1653	ns
Ant. Diodes	0	
comb area leader	simple AND/OR/NAND/NOR gates	
post-synth cell types	11	
die height	80	µm
layout cell share with drive strength beyond 1	0.3256	
Setup crit start kind	flip-flop	
worst setup slack after layout	-0.1919	ns
IO Port Bufs	21	
Hold WC Path Type	input port to asynchronous set/reset pin	
Die X	80	µm
DP HPWL	635	µm
cell area power density	732.8	mW/mm²
CTS tree	done	
crit path DRT	0.88	ns
DRT Pass-1 Iters	1	
Worst-Margin Slew	0.1991	ns
Post-synth seq share	0.4453	
-- what timing repair did --
item	4_1_cts	5_1_grt
resized	21	5
buffers inserted	1	1
pin swaps	6	5
endpoints found under the setup margin	4	3
-- Yosys cell counts, drive strengths merged --
master | instances | share of area
nand4 | 1 | 0.037
nor4b | 1 | 0.088
inv | 2 | 0.044
nor2 | 1 | 0.022
and2 | 1 | 0.037
dfrtp | 2 | 0.29
or2 | 1 | 0.037
dfstp | 1 | 0.15
nor4 | 2 | 0.15
and4b | 1 | 0.058
a21o | 2 | 0.088
-- logic make-up after synthesis --
family / Yosys count
AOI/OAI and AO/OA: 2
buffers and inverters: 2
DFF: 3
and+or+nand+nor: 8
-- placed cells by master, fill, tap and decap left out, drive strengths merged --
master / synthesis / routed
dlygate4sd2: 0 / 10
dlymetal6s2s: 0 / 5
buf: 0 / 5
clkdlybuf4s50: 0 / 4
clkbuf: 0 / 4
inv: 2 / 2
nor4: 2 / 2
a21o: 2 / 2
dfrtp: 2 / 2
and4b: 1 / 1
nor4b: 1 / 1
nand4: 1 / 1
nor2: 1 / 1
and2: 1 / 1
or2: 1 / 1
dfstp: 1 / 1
-- per-stage QoR --
stage	total power [µW]	cells
floorplan	118.3	15
global placement	186.0	84
detailed placement	187.4	84
CTS	380.6	89
global route	383.8	89
finish	365.8	89
-- layout make-up --
cell class | count | share of cell area
Tap cell | 46 | 0.1153
Timing Repair Buffer | 24 | 0.4787
Multi-Input combinational cell | 10 | 0.1855
Sequential cell | 3 | 0.1529
Inverter | 2 | 0.01504
Clock buffer | 4 | 0.05263
-- power by group --
group | internal, µW | switching [µW]
Combinational | 45.1 | 14.7
Sequential | 111 | 0.000522
Clock | 136 | 58.8
Total | 292 | 73.5
-- per-layer routing --
metal  up-vias  track usage  wire length, µm
met5         -            0                0
met4         0     0.007042               17
met3         4      0.03409              218
met2        24      0.02648              217
met1        94      0.01996              274
li1        112            -                -
-- final timing paths --
check,from,end,slack [ns],cells past startpoint
setup / recovery,st[0],ld,-0.19,3
hold / removal,rst_b,st[1],0.17,1
setup reg to reg,st[0],st[1],0.13,4
hold reg to reg,st[2],st[0],0.45,1
max in group asynchronous,rst_b,st[0],0.72,1
min in group clk0,itr[7],st[2],0.35,4
-- critical path, cell delays in order (launching register included) --
cell and delay [ns]:
dfstp_2 0.52, and2_4 0.14, or2_4 0.11, buf_6 0.07
No activity file was given, so power comes from the tool's default toggle rates.
